### ./design.v
`timescale 1ns / 1ps
module Vic(
    input clk,
    input rst,
    input [31:0] i_PC,    
    input [3:0] i_VIC_data,   
    input [4:0] i_VIC_regaddr,
    input i_VIC_we,
    input [30:0] i_ext,
    input i_reti,
    input [3:0] i_CCodes,
    output [3:0] o_CCodes,
    output [3:0] o_VIC_data,
    output [31:0] o_VIC_iaddr,
    output o_VIC_ctrl
    );
    wire [4:0]o_irq_addr;
    wire o_IRQ;
    wire i_IRQ;
    wire i_en;
    wire [123:0] buffer;
    vic_ctrl vcu (
        .clk(clk),
        .rst(rst),
        .i_PC(i_PC),
        .i_reti(i_reti),
        .i_ISR_addr(o_irq_addr),
        .i_IRQ(o_IRQ),
        .i_CCodes(i_CCodes),
        .o_IRQ_PC(o_VIC_ctrl),
        .o_VIC_iaddr(o_VIC_iaddr),
        .o_VIC_CCodes(o_CCodes),
        .o_IRQ_VIC(i_IRQ)
    );
    vic_registers vr (
         .clk(clk),
         .rst(rst), 
         .i_VIC_regaddr(i_VIC_regaddr),  
         .i_VIC_data(i_VIC_data),  
         .o_VIC_data(o_VIC_data),  
         .o_enable(i_en),  
         .i_VIC_we(i_VIC_we),  
         .o_buffer(buffer) 
    );
    vic_irq virq(
        .i_IRQ(i_IRQ),
        .o_IRQ(o_IRQ),
        .i_reg(buffer),  
        .i_clk(clk),
        .i_rst(rst),
        .i_ext(i_ext),
        .i_en(i_en),
        .o_irq_addr(o_irq_addr)  
        );
endmodule
`timescale 1ns / 1ps
module vic_ctrl(
   input clk,
   input rst,
   input [31:0] i_PC,
   input i_reti,
   input [4:0] i_ISR_addr,
   input i_IRQ,
   input [3:0] i_CCodes,
   output reg o_IRQ_PC,
   output reg [31:0] o_VIC_iaddr,
   output reg [3:0] o_VIC_CCodes,
   output reg o_IRQ_VIC
   );
    reg [31:0]saved_PC;  
    reg [3:0] saved_CC;
    always @(posedge i_IRQ) begin     
        o_IRQ_VIC = 1'b1;     
        o_IRQ_PC = 1'b1;        
        if(~i_reti)  
        begin
            saved_PC = i_PC;
            saved_CC = i_CCodes;
        end   
        else         
        begin
            saved_PC = saved_PC;  
            saved_CC = saved_CC;  
        end
        o_VIC_iaddr = ({27'b0000_0000_0000_0000_0000_0000_000,i_ISR_addr}) << 4;    
    end
    always @(posedge clk) 
    begin
        if(rst)begin
        o_IRQ_VIC = 1'b0;
        end
        o_IRQ_PC = 1'b0;      
    end
    always @(posedge i_reti) begin
        o_VIC_iaddr = saved_PC;
        o_VIC_CCodes = saved_CC;
        o_IRQ_VIC   = 1'b0;
    end
endmodule
`timescale 1ns / 1ps
module vic_irq(
    input i_IRQ,
    output reg o_IRQ,
    input [123:0] i_reg,  
    input i_clk,
    input i_rst,
    input [30:0] i_ext,
    input i_en,
    output reg [4:0] o_irq_addr  
    );
reg  [30:0] irq_x;
genvar i;
generate  
    for (i=0; i<31; i=i+1 ) begin
        always@(i_ext[i] or i_reg[4*i+3:4*i]) begin 
            irq_x[i] = (i_reg[4*i+3]==1 && i_ext[i] && i_reg[4*i+2])?           1 : 
                       (i_reg[4*i+3]==1 && ~i_ext[i] && i_reg[4*i+1])?          1 : 
                       (i_reg[4*i+3:4*i+1]==3'b100 && i_reg[4*i]==i_ext[i])?    1 : 
                                                                           irq_x[i];
        end 
    end
endgenerate
always@(i_rst) begin 
    irq_x <= 31'b0; 
    o_IRQ = 0;
    o_irq_addr = 0;
end 
integer j;
always@(negedge i_IRQ) begin  
    if(i_reg[4*o_irq_addr+2]!=0 || i_reg[4*o_irq_addr+1]!=0 || i_reg[4*o_irq_addr]!=i_ext[o_irq_addr])  
        irq_x[o_irq_addr] = 0;  
    else
        new_interrupt;
end
always@(irq_x) begin  
    new_interrupt;
end
task new_interrupt;
    integer k;
    if(irq_x != 0 && i_IRQ == 0 && i_en == 1) begin
        for (k=30; k>=0; k=k-1 ) begin
            if(irq_x[k])
                o_irq_addr = k;
        end
        o_IRQ = 1;       
    end
endtask    
always@(posedge o_IRQ) begin
#1  o_IRQ = 0;
end
endmodule
`timescale 1ns / 1ps
module vic_registers(
        input clk,
        input rst, 
        input [5-1:0] i_VIC_regaddr,  
        input [4-1:0] i_VIC_data,  
        output reg [4-1:0] o_VIC_data,  
        output o_enable,  
        input i_VIC_we,  
        output [4*(32-1)-1:0] o_buffer 
    );
    reg [4-1:0] buffer_store_data [32-1:0]; 
    assign o_enable = buffer_store_data[31][0];
    generate
    genvar i;
        for (i = 0; i < 32 - 1; i = i + 1) begin
            assign o_buffer[4 * i + 4 - 1: 4 * i] = buffer_store_data[i][4 - 1:0];
        end
    endgenerate
    integer j;
    always @(posedge clk) begin
        if(rst) begin  
            for ( j = 0; j < 32; j = j + 1 ) 
                buffer_store_data[j] = 4'b0000;
        end
        else begin
            if(i_VIC_we)  
                buffer_store_data[i_VIC_regaddr] = i_VIC_data;
            else   
                o_VIC_data = buffer_store_data[i_VIC_regaddr];     
        end
    end
endmodule
### ./run.sh
#!/bin/bash
# OpenROAD 26Q1-2900-gdf79404cd8, Yosys 0.63+post, stock flow scripts
make -C /OpenROAD-flow-scripts/flow DESIGN_CONFIG=/design/flow/config.mk WORK_HOME=/design/flow/orfs finish
### ./config.mk
export PLATFORM = sky130hd
export DESIGN_NAME = Vic
export DESIGN_NICKNAME = Vic
export VERILOG_FILES = /design/flow/design.v
export SDC_FILE = /design/flow/constraint.sdc
export NUM_CORES = 4
export LEC_CHECK = 1
export CORE_UTILIZATION = 30
### ./constraint.sdc
current_design Vic

set clk_period 2.9
set clk_io_pct 0.2

create_clock -name clk0 -period $clk_period [get_ports {clk}]
create_clock -name clk1 -period $clk_period [get_ports {i_reti}]

set non_clock_inputs [all_inputs -no_clocks]
set_input_delay [expr $clk_period * $clk_io_pct] -clock clk0 $non_clock_inputs
set_output_delay [expr $clk_period * $clk_io_pct] -clock clk0 [all_outputs]
==> results.json <==
{
  "outcome": "finished, final reports clean",
  "largest_area_cell": "dfxtp_1",
  "slew_viol_final": 0,
  "slew_headroom_pct": 62.2,
  "ctsLongestPathBuffers": 2,
  "drt_pass1_iterations": 8,
  "synth-edff-count": 4,
  "htree_levels": 4,
  "path_buffers": 3,
  "hold_viol_final": 0,
  "die_w_um": 152,
  "numPortBuffers": 15,
  "design_area_um2": 7820,
  "tool_warnings": 94,
  "drt_iter0_markers": 697,
  "cts_tree": "yes",
  "crit_family": "AND-OR/OR-AND gates",
  "arrival_ns": 2.75,
  "ant_nets": 0,
  "hp-class": "reg2reg",
  "via_per_inst": 5.37,
  "dp.cells": 1141,
  "top_cell_area_share_pct": 38.2,
  "p_total_w": 0.00412,
  "yosysMostFrequentCell": "nand2_1",
  "synth.distinct_cells": 66,
  "overflow": 0,
  "num_antenna_cells": 0,
  "ys.flop_type": "dfxtp_1",
  "ys_cells": 855,
  "cpPeakStageDelay_ns": 0.57,
  "yosys_area_um2": 6710,
  "r2r_cells": 5,
  "dp_hpwl_mm": 14.5,
  "leakage_nw": 2.70,
  "fin_util_pct": 35.7,
  "crit_cells": 8,
  "vias": 6291,
  "cts_hold_buf": 0,
  "crit_type": "in2reg",
  "r2r-start": "vr.buffer_store_data[22][3]",
  "reg2reg_slack_ns": 0.90,
  "post_layout_nonfiller_instances": 1172,
  "ir_drop_mv": 0.421,
  "place_congestion": 0.987,
  "core_util_floorplan_pct": 30.6,
  "cp-start-kind": "primary input",
  "critPathRequiredTime_ns": 3.03,
  "core_um2": 21900,
  "die_h_um": 152,
  "hold_path_depth": 2,
  "maxCapViolCount": 0,
  "reg2reg_to": "vr.o_VIC_data[3]",
  "rsz0062_at_grt": "no",
  "cts_buffers": 17,
  "drive_gt1_share_pct": 13.5,
  "synth_area_um2": 6710,
  "setup_violations": 0,
  "path_max_fanout": 15,
  "grt_pass1_wl_mm": 32.9,
  "place_area_um2": 7300,
  "worstHoldEndpoint": "vr.buffer_store_data[8][1]",
  "gr-usage-all-layers_pct": 19.4,
  "cts_setup_buffers": 0,
  "syn_inst": 855,
  "drc": 0,
  "io_pins": 121,
  "rows": 54,
  "grt_max_degree": 63,
  "area_leaders": "dfxtp_1, a21oi_1, nand2_1, nand3_1, mux2i_1",
  "dieArea_um2": 23000,
  "worstPathCellList": "clkdlybuf4s50_1, buf_12, nor2b_1, a222oi_1, o31ai_1, a2111oi_0, buf_4, a31oi_1",
  "end_kind": "flop",
  "antenna_found_initial": 0,
  "wirelength_mm": 21.1,
  "slowest_stage": "a2111oi_0",
  "clock_sinks": 132,
  "clk_pin_slew_ns": 0.05,
  "worstMarginPinSlew_ns": 0.552,
  "grt_pass1_vias": 5740,
  "p_per_area_nw_per_um2": 527,
  "synthTopCellsByCount": "nand2_1, dfxtp_1, a21oi_1",
  "ys_seq_share_pct": 40.0,
  "syn_area_per_cell_um2": 7.84,
  "syn_to_final_growth_pct": 16.6,
  "cts-resized-gates": 0,
  "ys_ff": 132,
  "clockRootBuffer": "clkbuf_16",
  "yosys_warnings": 69,
  "worst_clock_skew_ns": 0.00636,
  "routedWlPerCell_um": 18.0,
  "min_from": "vr.buffer_store_data[8][1]",
  "async_reset_ff_share_pct": 0
}
## how the worst max path moves through the flow
stage	from	endpoint	slack, ns
4_1_cts	i_VIC_regaddr[4]	vr.o_VIC_data[0]	0.35
5_1_grt	i_VIC_regaddr[4]	vr.o_VIC_data[0]	0.28
6_report	i_VIC_regaddr[4]	vr.o_VIC_data[0]	0.28
## final cells by class
class / instances / area [um2]
multi-input combinational: 639 / 3510
clock inverter: 10 / 60.1
tap: 280 / 350
timing repair buffer: 86 / 741
fill: 2302 / 14100
sequential: 132 / 2680
clock buffer: 21 / 460
inverter: 4 / 15.0
## registers in the layout, indices dropped and copies added (netlist names)
| signal | count |
|---|---|
| vr.o_VIC_data | 4 |
| vr.buffer_store_data | 128 |
## placed cells by master, fill, tap and decap left out, types with 11 or more instances in the layout
master           Yosys  layout
and3_1              11      11
clkbuf_16            0      17
a21oi_1            109     109
nand2_1            133     133
dfxtp_1            128     128
nand3_1             84      84
o21ai_0             42      42
nor2_1              45      45
a22oi_1             13      13
mux2i_1             34      34
conb_1               1      37
buf_4               42      66
clkdlybuf4s50_1      0      11
a31oi_1             12      12
## through the flow
step,hold slack [ns],worst slack (ns),setup TNS (ns)
floorplan,0.431,0.785,0
global placement,0.443,-0.0772,-0.0906
detailed placement,0.450,-0.0743,-0.0866
CTS,0.458,0.348,0
global route,0.468,0.278,0
finish,0.457,0.282,0
## metal layers
layer,global-route usage [%],part of all wire (%),wire length [um],vias up
met1,29.7,46,9720,2987
met4,4.01,2.3,486,0
met2,29.1,44,9320,263
li1,-,-,-,3014
met5,0,0,0,-
met3,3.39,7.3,1530,27
## power by group
group          switching, W  internal [W]  total (W)
Combinational      0.000245      0.000120   0.000366
Sequential        0.0000100       0.00184    0.00185
Clock              0.000782       0.00112    0.00190
Total               0.00104       0.00308    0.00412
## cell families (layout without fill, tap and decap cells)
family | Yosys count | after routing | share of synthesized area, %
and+or+nand+nor | 345 | 345 | 25.2
other | 1 | 37 | 0.0559
muxes | 38 | 38 | 5.80
buffers and inverters | 120 | 121 | 9.89
AOI/OAI and AO/OA | 219 | 219 | 19.1
DFF | 132 | 132 | 40.0
## tightest hold or removal path: stages (launching register included)
cell and delay (ns):
dfxtp_1 0.31, nand2_1 0.05, a21oi_1 0.05
Power and IR drop assume default switching activity.
